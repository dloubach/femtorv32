==> /design/flow/design.v <==
module MessageROM(
   input wire [4:0] address,
   output wire [7:0] data
);
  reg [7:0] message[31:0];
  initial begin
    message[0]  = "H";
    message[1]  = "e";    
    message[2]  = "l";
    message[3]  = "l";
    message[4]  = "o";
    message[5]  = " ";
    message[6]  = "w";
    message[7]  = "o";
    message[8]  = "r";
    message[9]  = "l";
    message[10] = "d";
    message[11] = "!";
    message[12] = ".";
    message[13] = ".";
    message[14] = ".";
    message[15] = " ";
    message[16] = "H";
    message[17] = "E";    
    message[18] = "L";
    message[19] = "L";
    message[20] = "O";
    message[21] = " ";
    message[22] = "W";
    message[23] = "O";
    message[24] = "R";
    message[25] = "L";
    message[26] = "D";
    message[27] = "!";
    message[28] = ".";
    message[29] = ".";
    message[30] = ".";
    message[31] = " ";
  end   
  assign data = message[address];
endmodule
module led_matrix(
   input  wire pclk,
   output wire leds_din,
   output wire leds_cs,
   output wire leds_clk,
   output wire D1,D2,D3,D4,D5
);
   reg[1:0] cnt;
   always @(posedge pclk) begin
      cnt <= cnt + 1;
   end
   wire clk = cnt[1];
   assign {D1, D2, D3, D4, D5} = 5'b11111;
   wire [4:0] address;
   wire [7:0] data;
   MessageROM message_rom(
       .address(address),
       .data(data)
   );
   Scroller #(.WIDTH(5)) scroller(
      .clk(clk),
      .reset(1'b0),		     
      .enable(1'b1),
      .address(address),
      .data(data),
      .MAX7219_d(leds_din),
      .MAX7219_cs(leds_cs),
      .MAX7219_clk(leds_clk)
   );
endmodule
==> /design/flow/run.sh <==
#!/bin/bash
# OpenROAD 26Q1-2900-gdf79404cd8, Yosys 0.63+post, stock flow scripts
make -C /OpenROAD-flow-scripts/flow DESIGN_CONFIG=/design/flow/config.mk WORK_HOME=/design/flow/orfs finish
==> /design/flow/config.mk <==
export PLATFORM = sky130hd
export DESIGN_NAME = MessageROM
export DESIGN_NICKNAME = MessageROM
export VERILOG_FILES = /design/flow/design.v
export SDC_FILE = /design/flow/constraint.sdc
export NUM_CORES = 4
export LEC_CHECK = 1
export CORE_AREA = 10 10 70 70
export DIE_AREA = 0 0 80 80
==> /design/flow/constraint.sdc <==
current_design MessageROM

set clk_period 1.9
set clk_io_pct 0.2

create_clock -name clk0 -period $clk_period

set non_clock_inputs [all_inputs -no_clocks]
set_input_delay [expr $clk_period * $clk_io_pct] -clock clk0 $non_clock_inputs
set_output_delay [expr $clk_period * $clk_io_pct] -clock clk0 [all_outputs]
==> results.txt <==
run results: Mapped Avg Cell Area=6.81 um^2, synth warn=1, Slew Limit Fails=0, Cells after Synth=36, Placeable Area=0.00342 mm^2, Detailed Route WL=around 670 um, outcome=finished clean, Netlist cell types=19, Worst EP arrival=1450 ps, combinational cell fraction of total power=about 100%, drt pass-1 iters=4, io pins=13, grt ovf=0, Post-Place Cells=95, Final Hold Fails=0, Synth Seq Share=0%, Power per Cell Area=~170 mW/mm^2, Hold Path Class=in2out, # Cells Yosys=36, RSZ-0062 raised after global routing=true, Log Warnings=38, Sw Pwr=0.0311 mW, Flop pwr share=0%, post-DR vias/cell=2.95, Layout Cells excl Fill=~95, WL met2=approximately 300 um, area grow syn2layout=76.5%, Die X=80 um, fill count=407, CP Capture Type=output pin, # clk buffers=0, Combinational Area=229 um^2, drt initial violations=6, DR WL met3=84 um, Met1 Wirelength=roughly 280 um, flip-flops=0, FP Util=under 10%, pin count of the biggest net entering global routing=11, crit path DRT=1520 ps, max layer used=met3, DP HPWL=around 600 um, final setup fails=0, Die Y=80 um, global-route wire length before repair=approximately 1100 um, Final period util=a little over nine tenths, Internal=0.0419 mW, Crit Path Max Fanout=9, layout cells sized above 1=24.5%, initial antenna violation count=0, Min Hold Slack=1260 ps, via count=280, GRT Total Usage=1.82%, vias in the first global route=272, Clock power frac=0%, post-layout min period=1830 ps, max-cap viol count=0, sw frac=42.5%, RePlAce Congestion=about 0.81, Placement Rows=21, Max VDD drop=21.3 uV, port bufs=12, antenna fix cells=0, WL/cell=roughly 7.0 um, die area=0.00640 mm^2, area reported by Yosys stat=approximately 250 um^2, Leakage=0.194 nW, max frequency=547 MHz, Cell Area, Synth=245 um^2, Flop area=0 um^2, post-route ant nets=0, Worst setup SP type=input port, crit path kind=in2out, DRC errors left=0
cell type report:
type / instances / share of cell area [%]
Multi-Input combinational cell: 31 / 52.9
Tap cell: 46 / 13.3
Timing Repair Buffer: 16 / 32.1
Inverter: 2 / 1.73
Yosys cell counts:
master,number,area (um^2)
nand3_1,1,5.00
nand2b_1,2,12.5
o221ai_1,1,8.76
buf_6,1,11.3
buf_2,1,5.00
nor2b_1,1,6.26
inv_1,2,7.51
o21ai_1,3,15.0
or2_1,1,6.26
buf_4,1,7.51
o21bai_1,1,7.51
nand3b_1,2,15.0
conb_1,1,3.75
nor2_1,3,11.3
nand2_1,4,15.0
mux2i_1,1,10.0
ha_1,6,75.1
a21oi_1,3,15.0
a22oi_1,1,7.51
cell usage in the layout, fill, tap and decap left out, types with 2 or more instances in the layout:
| master | Yosys | layout |
|---|---|---|
| o21ai_1 | 3 | 3 |
| clkdlybuf4s50_1 | 0 | 2 |
| clkdlybuf4s15_2 | 0 | 2 |
| nor2_1 | 3 | 3 |
| a21oi_1 | 3 | 3 |
| nand2b_1 | 2 | 2 |
| nand3b_1 | 2 | 2 |
| ha_1 | 6 | 4 |
| dlygate4sd2_1 | 0 | 6 |
| nand2_1 | 4 | 4 |
| buf_4 | 1 | 3 |
| inv_2 | 0 | 2 |
metal layers:
layer / up-vias / GRT usage [%]
met5: - / 0
met4: 0 / 0
met3: 0 / 0.455
met2: 9 / 3.61
met1: 125 / 1.98
li1: 146 / -
through the flow:
step                setup slack [ps]  util [%]  instance area, um^2  TNS [ps]  total power, mW
floorplan                        577         -                  245         0           0.0344
global placement                -562      12.6                  429     -3220           0.0812
detailed placement              -577      12.6                  429     -3350           0.0817
CTS                             44.9      12.8                  437         0           0.0749
global route                   -1.98      12.7                  433     -1.98           0.0830
finish                          70.2      12.7                  433         0           0.0730
worst paths after layout:
kind	cells after the start	endpoint	slack [ps]	start
hold / removal	3	data[0]	1260	address[2]
setup / recovery	5	data[4]	70	address[3]
power by group through the flow:
stage         combinational (mW)  clock, mW  sequential [mW]
CTS                       0.0749          0                0
global route              0.0830          0                0
finish                    0.0730          0                0
repair_timing:
item / 4_1_cts / 5_1_grt
pin swaps: 3 / 1
endpoints found under the setup margin: 7 / 4
gates resized: 23 / 2
buffers inserted: 0 / 0
hold buffers: 0 / 0
logic make-up (layout without fill, tap and decap cells):
| family | Yosys count | after routing | share of synthesized area [%] |
|---|---|---|---|
| AOI/OAI and AO/OA | 9 | 9 | 21.9 |
| adders and majority gates | 6 | 6 | 30.6 |
| other | 1 | 1 | 1.53 |
| and+or+nand+nor | 14 | 14 | 29.1 |
| buffers and inverters | 5 | 18 | 12.8 |
| muxes | 1 | 1 | 4.08 |
worst max-delay path, cell delays in order:
cell             delay [ps]
clkdlybuf4s15_2         220
buf_4                   170
nand3b_1                150
nand2_1                  70
clkdlybuf4s50_1         460
Power and IR drop assume default switching activity.
