==> ./design.v <==
module LineBuffer(
   input wire clk,
   input wire reset,
   input wire [7:0] character,
   input wire wr,
   input  wire [4:0] address,
   output wire [7:0] data
);
   reg[4:0] top;
   reg[7:0] buffer[31:0];
   always @(posedge clk)
   begin
      if(reset) begin
         top <= 0;
	 buffer[0] <= " ";
	 buffer[1] <= 0;	 
      end else if(wr) begin
         if(character == 10) begin
            top <= 0;
   	    buffer[0] <= " ";
   	    buffer[1] <= 0;	    
	 end else if(character == 8) begin
	    buffer[top-1] <= 0;
	    top <= top-1;
	 end else begin
            top <= top + 1;
            buffer[top]   <= character;
	    buffer[top+1] <= 0;
         end	    
      end
   end
   assign data = buffer[address];
endmodule
module led_terminal(
   input  wire pclk,
   output wire leds_din,
   output wire leds_cs,
   output wire leds_clk,
   output wire D1, D2, D3, D4, D5,
   input  wire RXD,
   output wire TXD
);
   reg[7:0] character;
   wire [4:0] address;
   wire [7:0] data;
   wire wr;
   LineBuffer buffer(
      .clk(pclk),
      .reset(1'b0),
      .character(character),
      .wr(wr),
      .address(address),
      .data(data)
   );
   reg  uart0_wr;
   wire uart0_busy;
   wire uart0_valid;
   wire [7:0] uart0_data;
   buart uart0 (
     .clk(pclk),
     .resetq(1'b1),
     .rx(RXD),
     .tx(TXD),
     .rd(1'b1),
     .wr(uart0_wr),
     .valid(uart0_valid),
     .busy(uart0_busy),
     .tx_data(character),
     .rx_data(uart0_data)
   );
   assign wr = uart0_wr;
   always @(posedge pclk) begin
      if(uart0_valid) begin
         character <= uart0_data;
  	 uart0_wr <= 1;
      end else begin
         uart0_wr <= 0;
      end 
   end
   reg[1:0] cnt;
   always @(posedge pclk) begin
      cnt <= cnt + 1;
   end
   wire clk = cnt[1];
   Scroller #(.WIDTH(5)) scroller(
      .clk(clk),
      .reset(1'b0),		     
      .enable(1'b1),
      .address(address),
      .data(data),
      .MAX7219_d(leds_din),
      .MAX7219_cs(leds_cs),
      .MAX7219_clk(leds_clk)
   );
endmodule
==> ./run.sh <==
#!/bin/bash
# OpenROAD 26Q1-2900-gdf79404cd8, Yosys 0.63+post, stock flow scripts
make -C /OpenROAD-flow-scripts/flow DESIGN_CONFIG=/design/flow/config.mk WORK_HOME=/design/flow/orfs finish
==> ./config.mk <==
export PLATFORM = sky130hd
export DESIGN_NAME = LineBuffer
export DESIGN_NICKNAME = LineBuffer
export VERILOG_FILES = /design/flow/design.v
export SDC_FILE = /design/flow/constraint.sdc
export NUM_CORES = 4
export LEC_CHECK = 1
export CORE_UTILIZATION = 40
==> ./constraint.sdc <==
current_design LineBuffer

set clk_period 12.0
set clk_io_pct 0.2

create_clock -name clk0 -period $clk_period [get_ports {clk}]

set non_clock_inputs [all_inputs -no_clocks]
set_input_delay [expr $clk_period * $clk_io_pct] -clock clk0 $non_clock_inputs
set_output_delay [expr $clk_period * $clk_io_pct] -clock clk0 [all_outputs]
==> results.txt <==
Outcome = completed
Tool warnings = 29
Synthesized area per cell = 9.29 um^2
Post-layout period usage = 64.7%
Fraction of layout cells with a size suffix above 1 = 16.4%
DR DRC count = 0
Global-route wire length before repair = 75100 um
YS warnings = 1
Post-CTS sizing = 0
Synthesis area per yosys = 0.0141 mm^2
Power, Total = 2170 uW
Routed vias/inst = 6.44
Leak Pwr = 0.00543 uW
Final Setup Violations = 0
Fraction of registers with async set/reset = 0%
Crit. End Element = output port
Gate Area = 0.00823 mm^2
Clk buf depth = 3
Hold/Removal Path Class = reg -> reg
FMAX = 129 MHz
Post-CTS Hold Buffers = 0
Hold Vio Cnt, Final = 0
Largest net degree at the start of global routing = 65
R2R Path End = buffer[7][2]$_SDFFE_PP0P_
Most area-hungry cell type in the Yosys netlist = dfxtp_1
Clock latency (worst-skew pair) = 0.56 ns
Drt first pass iters = 8
Antenna Violating Nets Remaining = 0
Fill cell count = 3146
Post-synth EDFFs = 0
Clock transition at path regs = 0.06 ns
Top area cell types = dfxtp_1, mux4_2, mux2i_1
Slew @ Worst Pin = 0.916 ns
Area leader share = 37.1%
GR Util All Layers = 28.8%
IO Port Bufs = 23
Synth flops = 261
Grt ovf = 0
P&R area growth vs syn = 11.6%
FP Util = 40.7%
Die area = 0.0360 mm^2
Critical path type = in -> out
Distinct cells, synth = 88
Core ar. = 0.0346 mm^2
Hold path start = buffer[12][6]$_SDFFE_PP0P_
Most frequent cell after synthesis = dfxtp_1
Peak VDD IR = 137 uV
Top Ports = 24
Initial DRC count = 1397
Die H = 190 um
Max-slew headroom = 38.7%
Reg area = 0.00523 mm^2
Clock sink total = 261
Post-Syn Instances = 1516
Critical path fanouts, max = 33
Via count = 12500
Die Wd = 190 um
Power per cell area = 138 mW/mm^2
Top cells by count, synth = dfxtp_1, nand2_1, o21ai_0
H-tree depth = 1
Setup bufs post-CTS = 0
CP Launch Type = input port
Root buf cell = clkbuf_16
Critical Path AT = 5.37 ns
Post-route setup TNS = 0 ns
Post-synthesis sequential area ratio = 37.1%
Reg-to-reg startpoint = top[1]$_SDFFE_PP0P_
RD Place Congestion = 0.957
Row cnt = 68
Initial antenna violation count = 1
Dominant flop cell = dfxtp_1
Worst Reg2Reg Path Length in Cells = 8
HPWL after DPL = 32500 um
Placed cell count = 1896
Final Critical Period = 7.77 ns
Max-cap violation count = 0
# diodes = 0
RSZ-0062 raised after global routing = false
Req. time, crit path = 9.60 ns
Number of global-route vias before repair = 11800
Mapped Area = 0.0141 mm^2
Final WL = 49000 um
Hold EP = buffer[12][6]$_SDFFE_PP0P_
WHS Path Cells = 2
CTS Buf Count = 28
Non-filler cells, final = 1946
Worst Skew = 0.00747 ns
# Cells Yosys = 1516
TritonCTS clock tree = done
Worst R2R Setup Slack = 8.43 ns
WL per Instance = 25.2 um
Max Transition Viols Final = 0
-- worst max-delay path, cell delays in order --
cell             delay, ns
buf_4                 0.47
buf_4                 0.61
mux4_2                0.57
mux4_2                0.54
mux2_2                0.32
clkdlybuf4s50_1       0.42
-- worst max-delay path by stage --
stage | slack (ns) | end | from | cells past startpoint
after CTS | 4.18 | data[4] | address[0] | 6
final | 4.23 | data[4] | address[0] | 6
after global routing | 4.00 | data[4] | address[0] | 6
-- stage by stage --
stage | utilization [%] | instance area, um^2 | worst slack [ns] | hold WS [ns]
2_1_floorplan | - | 14100 | 5.03 | 0.432
3_3_place_gp | 42.5 | 14700 | 4.22 | 0.446
3_5_place_dp | 42.5 | 14700 | 4.18 | 0.453
4_1_cts | 45.4 | 15700 | 4.18 | 0.464
5_1_grt | 45.4 | 15700 | 4.00 | 0.481
6_report | 45.4 | 15700 | 4.23 | 0.462
-- per-layer routing --
layer | vias to the layer above | share of wire (%) | global-route usage, %
li1 | 5624 | - | -
met1 | 6076 | 39 | 40.0
met2 | 680 | 46 | 43.5
met3 | 141 | 9.5 | 7.32
met4 | 2 | 5.3 | 12.8
met5 | - | 0.025 | 0
-- final cells by class --
class                           count  area share, %
Clock buffer                       43           5.59
Clock inverter                      7          0.732
Inverter                            7          0.167
Multi-Input combinational cell   1090           52.4
Sequential cell                   261           33.2
Tap cell                          455           3.62
Timing Repair Buffer               83           4.28
-- flip-flops by register name, summed over array words and instances (netlist names) --
name    count
top         5
buffer    256
-- power by group --
part	internal (uW)	switching (uW)
clock network	564	366
registers	919	41.7
logic	110	165
total	1590	573
-- logic make-up after synthesis --
logic type                 synth area share [%]
AOI/OAI and AO/OA                          20.4
and+or+nand+nor                            14.5
DFF                                        37.1
muxes                                      22.5
buffers and inverters                      4.71
adders and majority gates                 0.444
xor gates and xnor gates                  0.320
-- cells in the final DEF, fill, tap and decap left out, types with 4 or more instances in the layout --
master / instances
dfxtp_1: 261
nand2_1: 167
o21ai_0: 163
mux2i_1: 126
nand3_1: 105
a21oi_1: 99
mux4_2: 80
buf_4: 61
o211ai_1: 37
nand4_1: 31
nor2_1: 29
o31ai_1: 29
clkbuf_16: 29
a31oi_1: 25
o21ai_1: 21
clkdlybuf4s50_1: 21
nor3_1: 15
a31o_1: 11
mux2_2: 10
clkbuf_8: 10
and2_1: 9
a21oi_2: 6
o32ai_1: 6
o22ai_1: 6
a21boi_1: 5
o211a_1: 5
ha_1: 5
nand2b_1: 4
nor3_4: 4
nor4_1: 4
a211oi_4: 4
inv_1: 4
a211oi_1: 4
nor2_2: 4
clkbuf_1: 4
Power is estimated from default activity; no workload was simulated.
